<file path="design/flow/config.mk">
export PLATFORM = sky130hd
export DESIGN_NAME = register_file
export DESIGN_NICKNAME = register_file
export VERILOG_FILES = /design/flow/design.v
export SDC_FILE = /design/flow/constraint.sdc
export NUM_CORES = 4
export LEC_CHECK = 1
export CORE_AREA = 10 10 97 97
export DIE_AREA = 0 0 107 107
</file>
<file path="design/flow/constraint.sdc">
current_design register_file

set clk_period 1.4
set clk_io_pct 0.2

create_clock -name clk0 -period $clk_period [get_ports {clock}]

set non_clock_inputs [all_inputs -no_clocks]
set_input_delay [expr $clk_period * $clk_io_pct] -clock clk0 $non_clock_inputs
set_output_delay [expr $clk_period * $clk_io_pct] -clock clk0 [all_outputs]
</file>
<file path="design/flow/design.v">
module register_file #(parameter WIDTH = 4, ADDRESS_WIDTH = 2)(
  input clock, we,
  input [ADDRESS_WIDTH-1:0] a0, a1, a2,
  input [WIDTH-1:0] wd,
  output [WIDTH-1:0] rd0, rd1
);
  reg [WIDTH-1:0] rf[WIDTH-1:0];
  always @(posedge clock)
    if (we) rf[a2] <= wd;
  assign rd0 = (a0 != 0) ? rf[a0] : 0;
  assign rd1 = (a1 != 0) ? rf[a1] : 0;
endmodule
</file>
<file path="design/flow/run.sh">
#!/bin/bash
# OpenROAD 26Q1-2900-gdf79404cd8, Yosys 0.63+post, stock flow scripts
make -C /OpenROAD-flow-scripts/flow DESIGN_CONFIG=/design/flow/config.mk WORK_HOME=/design/flow/orfs finish
</file>
==> summary.txt <==
flow finished, numbers: Int Pwr=691 µW, Worst setup SP type=flop, CP max-delay cell=edfxtp_1, routed wire length=1460 µm, RePlAce Congestion=0.716, clock network power share=0.348, tally of OpenROAD warnings=27, first-pass GRT wire length=2100 µm, period utilisation layout=1.15, dpl cell area=923 µm², core area=7290 µm², Chip Height=107 µm, Worst slew margin=0.863, status=finished, violations left, layout cells sized above 1=0.453, synthesized area=591 µm², HPWL after DPL=1240 µm, mean post-synth cell area=16.4 µm², Logic pwr share=0.151, ys flop type=edfxtp_1, fin crit period=1.61 ns, f_max=0.623 GHz, ys cells=36, post-synth top area share=0.610, Clock Sinks=12, Cells after Synth=36, ys async rst share=0, Yosys reg bits=12, Sw Share=0.187, Post-synth seq share=0.610, pwr dens=892 nW/µm², Cell Chain, Critical Path=buf_4, mux2_4, a22o_1, buf_2, DRT iter0 DRCs=8, DR pass1 iterations=3, via count=400, largest net degree at the start of global routing=7, Critical Setup Path Class=flop to primary output, GRT Total Usage=0.0245, initial antenna violation count=0, Fin. Hold Viols=0, crit path DRT=1.12 ns, PortBufs=19, RSZ-0062 raised after global routing=yes, clk buf depth=2, CP Max Fanout=2, Critical Path End Type=primary output, # setup viols final=7, Num CTS Buffers=3, Final Worst Setup Slack=-0.206 ns, data arrival time of the critical path=1.33 ns, vias in the first global route=404, biggest area cells=edfxtp_1, a22o_1, mux2_4, CTS tree=built, max reg flops=12, number of enable flip-flop cells=12, failing checks=negative setup slack, Initial Util=0.0810, leading area contributor after synthesis=edfxtp_1, Overflow after GRT=0, setup TNS=-0.679 ns, Largest Register=rf, Worst IR Drop VDD=262 µV, Warnings, synthesis=1, Netlist cell types=12, Hold Crit Class=input port to flop, Area Growth Syn to Fin=61.2%, biggest regs=rf: 12 flops, Std-Cell Rows=31, Max Cap Viol=0, clock root buffer=clkbuf_8, top post-synthesis cells by count=edfxtp_1, a22o_1, mux2_4, chip area=11,400 µm², Yosys Chip Area=591 µm², via density per instance=2.45, H-tree depth=1, routed length per instance=8.97 µm, Final Core Density=0.131, crit-path max cell delay=0.42 ns, Seq pwr share=0.501, Worst Tran Pin Value=0.205 ns, Ant. Diodes=0, final instance area=952 µm², Die Width=107 µm, Routed Antenna Nets=0, top-count cell post-synth=edfxtp_1, clk slew on worst S/H paths=0.05 ns, DRC violations left=0, Psw=159 µW, I/O pin total=20, Leak=0.374 nW, pins over their slew limit=0
[cell type report]
class | count | area, µm²
clock buffer | 3 | 41.3
fill | 843 | 6340
multi-input combinational | 23 | 230
sequential | 12 | 360
tap | 99 | 124
timing repair buffer | 26 | 196
[cell families after synthesis]
family,after synthesis,share of synthesized area
mux,9,0.193
buf+inv,1,0.0191
simple gates,7,0.0742
flops,12,0.610
compound gates,7,0.104
[power by group through the flow]
stage / Sequential, mW / Combinational, mW / Clock (mW)
after CTS: 0.426 / 0.130 / 0.303
after global routing: 0.428 / 0.141 / 0.328
final: 0.426 / 0.128 / 0.296
[metal layers]
metal,GRT usage,wire length [µm],up-vias
li1,-,-,201
met1,0.0264,639,174
met2,0.0325,541,25
met3,0.0279,282,0
met4,0.00193,0,0
met5,0,0,-
[placed cells by master (no fill, tap or decap)]
cell type / count
nor2_1: 1
buf_4: 7
clkdlybuf4s50_1: 7
mux2_4: 7
clkdlybuf4s15_2: 1
buf_2: 7
nor2b_2: 1
and3_1: 1
nand2_1: 2
dlygate4sd2_1: 2
edfxtp_1: 12
clkbuf_8: 3
and3b_1: 1
clkbuf_2: 2
and2b_2: 1
a22o_1: 7
mux2i_1: 2
[through the flow]
step	total power, mW	worst slack [ns]	instances	hold WS (ns)
after floorplan	0.480	0.297	36	0.379
after global placement	0.574	-0.747	157	0.890
after detailed placement	0.575	-0.730	157	0.903
after CTS	0.859	-0.225	162	0.661
after global routing	0.896	-0.272	163	0.666
final	0.850	-0.206	163	0.663
[final timing paths]
kind                     start  cells after the start        to
worst max-delay path  rf[3][1]                      4    rd0[1]
worst min-delay path     wd[0]                      1  rf[3][0]
[worst max-delay path, delay by kind of cell (launching register included)]
kind,cells,cell delay [ns]
flops,1,0.42
buf+inv,2,0.27
compound gates,1,0.17
mux,1,0.24
[what timing repair did]
| action | CTS | global route |
|---|---|---|
| setup endpoints to repair | 8 | 8 |
| hold buffers | 0 | 0 |
| pin swaps | 3 | 3 |
| setup buffers | 2 | 1 |
| gates resized | 34 | 3 |
Power is estimated from default activity; no workload was simulated.
