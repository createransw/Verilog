## flow/config.mk

```make
export PLATFORM = sky130hd
export DESIGN_NAME = prefix_adder
export DESIGN_NICKNAME = prefix_adder
export VERILOG_FILES = /design/flow/design.v
export SDC_FILE = /design/flow/constraint.sdc
export NUM_CORES = 4
export LEC_CHECK = 1
export CORE_AREA = 10 10 70 70
export DIE_AREA = 0 0 80 80
```

## flow/constraint.sdc

```tcl
current_design prefix_adder

set clk_period 5.3
set clk_io_pct 0.2

create_clock -name clk0 -period $clk_period

set non_clock_inputs [all_inputs -no_clocks]
set_input_delay [expr $clk_period * $clk_io_pct] -clock clk0 $non_clock_inputs
set_output_delay [expr $clk_period * $clk_io_pct] -clock clk0 [all_outputs]
```

## flow/run.sh

```bash
#!/bin/bash
# OpenROAD 26Q1-2900-gdf79404cd8, Yosys 0.63+post, stock flow scripts
make -C /OpenROAD-flow-scripts/flow DESIGN_CONFIG=/design/flow/config.mk WORK_HOME=/design/flow/orfs finish
```

## flow/design.v

```verilog
module prefix_adder #(parameter LEVELS = 3, parameter WIDTH = 2**LEVELS) (x, y, carry_in, z, carry_out);
    input wire[WIDTH - 1 : 0] x;
    input wire[WIDTH - 1 : 0] y;
    input carry_in;
    output wire[WIDTH - 1 : 0] z;
    output carry_out;
    wire[WIDTH - 1 : 0] gen;
    wire[WIDTH - 1 : 0] prop;
    wire[WIDTH - 1 : 0] carry;
    generate
        genvar i;
        for (i = 0; i < WIDTH; i = i + 1) begin
            assign prop[i] = x[i] ^ y[i];
            assign gen[i] = x[i] & y[i];
        end
    endgenerate
    carry_gen #(.LEVELS(LEVELS), .WIDTH(WIDTH)) c
    (
        .c_in(carry_in),
        .gen_in(gen),
        .prop_in(prop),
        .carry(carry),
        .c_out(carry_out)
    );
    generate
        genvar j;
        for (j = 0; j < WIDTH; j = j + 1)
            assign z[j] = prop[j] ^ carry[j];
    endgenerate
endmodule
module carry_gen #(parameter LEVELS = 3, parameter WIDTH = 2**LEVELS)
(
    input c_in,
    input wire[WIDTH - 1 : 0] gen_in,
    input wire[WIDTH - 1 : 0] prop_in,
    output wire[WIDTH - 1 : 0] carry,
    output c_out
);
    wire[WIDTH : 0] gen_t[LEVELS : 0];
    wire[WIDTH : 0] prop_t[LEVELS : 0];
    assign gen_t[0] = {gen_in, c_in};
    assign prop_t[0] = {prop_in, c_in};
    generate
        genvar i, j;
        for (i = 0; i < LEVELS; i = i + 1) begin: stage
            for (j = 0; j <= WIDTH; j = j + 1) begin: block
                if ((j / 2**i) % 2 == 1) begin
                    assign gen_t[i + 1][j] = gen_t[i][j] | prop_t[i][j] & gen_t[i][(j / 2**i) * 2**i - 1];
                    assign prop_t[i + 1][j] = prop_t[i][j] & prop_t[i][(j / 2**i) * 2**i - 1];
                end else begin
                    assign gen_t[i + 1][j] = gen_t[i][j];
                    assign prop_t[i + 1][j] = prop_t[i][j];
                end
            end
        end
    endgenerate
    assign carry = gen_t[LEVELS][WIDTH - 1 : 0];
    assign c_out = gen_t[LEVELS][WIDTH] | prop_t[LEVELS][WIDTH] & gen_t[LEVELS][WIDTH - 1];
endmodule
```

==> results_slide.txt <==
Run Summary

Floorplan
  • Die width: 80 um
  • Io pins: 26
  • Fp util: 0.0971
  • Die ar.: 0.00640 mm2
  • Die y size: 80 um
  • Row count: 21
  • Core area: 0.00342 mm2

Final timing
  • Least-Margin Pin Slew: 261 ps
  • Worst hold slack: 3150 ps
  • Period minus WS final: 4690 ps
  • Final Hold Fails: 0
  • Peak Freq: 0.213 GHz
  • Max_slew headroom: 0.823
  • Period utilization: 0.884
  • RSZ-0062 raised after global routing: no
  • Setup Viol. Count Final: 0
  • Final count of pins violating max slew: 0
  • Setup Total Neg Slack: 0 ps
  • Crit path setup slack, layout: 612 ps

Synth
  • Register area share after synthesis: 0
  • Yosys cell types: 17
  • Synth Warn #: 1
  • Number of cells in Yosys stat: 41
  • Gate count after technology mapping: 41
  • Average size of a mapped cell: 8.09 um2
  • Yosys synthesis chip area: 332 um2
  • Syn Std Cell Area: 332 um2

Placed design
  • Dpl ws: 582 ps
  • Dpl hpwl: 900 um
  • Area post-placement: 649 um2
  • Final Wtd Congestion: 0.824
  • Placed Cells: 113
  • Port Buffer Count: 26

Cells and area
  • Finished Core Util: 0.190
  • Layout cells sized above 1: 0.0149
  • Area grow syn2layout: 95.8%
  • Post-route cell area: 649 um2
  • Flop count: 0
  • FF/Latch Area: 0 um2
  • Number of fill cells: 389
  • Final cell count without fillers: 113
  • Clock buffer count: 0

Clock network
  • CTS resizes: 0
  • Post-CTS Setup Bufs: 0
  • Post-CTS Hold Fix Bufs: 0

Route
  • ANT nets after route: 0
  • Residual DRC: 0
  • Number of DRC markers in iteration 0: 5
  • First-pass DRT Iterations: 2
  • Post-Route WL: 948 um
  • DR WL/cell: 8.39 um
  • Antenna Diode Count: 0
  • Via/cell ratio: 3.27
  • Via count: 369

Global route
  • First-pass GRT wire length: 1.59 mm
  • Initial antenna violation count: 0
  • Gr usage total: 0.0287
  • Largest net degree at the start of global routing: 6
  • Vias in the first global route: 371
  • Grt total ovfl: 0

Critical path
  • WP data arrival: 3630 ps
  • Crit path max fanout: 3
  • Critical Path Sink Type: output port
  • Kind of critical path: primary input to output port
  • Crit path DRT: 4240 ps
  • Crit path largest cell delay: 460 ps
  • Slowest stage cell, crit path: clkdlybuf4s50_1
  • Crit path capture: z[7]
  • Crit path launch type: primary input
  • CP Launch Point: y[0]
  • Crit-path cells: clkdlybuf4s50_1 > inv_1 > fa_1 > nand2b_1 > a21oi_2 > nand2b_1 > a31oi_1 > fa_1 > inv_1 > clkdlybuf4s50_1

Pwr
  • Maximum vdd drop: 0.0364 mV
  • Pleak: 0.296 nW
  • Power per cell area: 106 mW/mm2
  • Power Total: 0.0687 mW

Run
  • Max_cap viols: 0
  • Tool warning count: 32

Hold path
  • Hold Crit Start: carry_in
  • Hold Crit Class: primary input to output port

Status
  • Outcome: complete, no violations
[worst min-delay path by stage]
stage	endpoint	slack, ps	depth (start not counted)
4_1_cts	z[0]	3180	5
5_1_grt	z[0]	3230	5
6_report	z[0]	3150	5
[logic make-up after synthesis]
group,Yosys count,share of synthesized area
xor+xnor,3,0.0793
buf+inv,12,0.136
compound gates,9,0.189
fa+ha+maj,10,0.468
simple gates,7,0.128
[where the power goes]
part | internal (mW) | leakage (nW) | switching [mW]
Combinational | 0.0465 | 0.296 | 0.0221
Sequential | 0 | 0 | 0
Clock | 0 | 0 | 0
Total | 0.0465 | 0.296 | 0.0221
[critical path, delay by kind of cell]
family / cells / cell delay, ps
buffers and inverters: 4 / 1030
adders and majority gates: 2 / 880
and+or+nand+nor: 2 / 360
AOI/OAI and AO/OA: 2 / 290
[layer usage]
metal,track usage,vias up,share of wire
li1,-,187,-
met1,0.0433,159,0.48
met2,0.0361,23,0.33
met3,0.0159,0,0.19
met4,0,0,0
met5,0,-,0
[cells in the mapped netlist]
master	instances	area share
inv_1	12	0.14
a31oi_1	1	0.019
o21ai_0	1	0.015
nor3b_1	1	0.023
o211ai_1	1	0.023
nor2_1	1	0.011
xnor2_1	1	0.026
a21oi_2	1	0.026
xor2_1	2	0.053
nand2b_1	3	0.057
nand2_1	1	0.011
a21o_1	2	0.045
a311o_1	1	0.030
ha_1	6	0.23
nor4b_1	1	0.026
fa_1	4	0.24
a21oi_1	2	0.030
[placed cells by master, fill, tap and decap left out]
master	synthesis	layout
a21o_1	2	2
a21oi_1	2	2
a21oi_2	1	1
a311o_1	1	1
a31oi_1	1	1
clkdlybuf4s50_1	0	26
fa_1	4	4
ha_1	6	6
inv_1	12	12
nand2_1	1	1
nand2b_1	3	3
nor2_1	1	1
nor3b_1	1	1
nor4b_1	1	1
o211ai_1	1	1
o21ai_0	1	1
xnor2_1	1	1
xor2_1	2	2
[cell type report]
| class | instances | area, um2 | area share |
|---|---|---|---|
| tap | 46 | 57.6 | 0.0886 |
| inverter | 12 | 45.0 | 0.0694 |
| timing repair buffer | 26 | 260 | 0.401 |
| multi-input combinational | 29 | 287 | 0.441 |
Power figures rest on the tool's default switching activity, not on a simulated workload.
