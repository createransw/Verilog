==> flow/design.v <==
module mux64_4_2(
    input wire [63:0] y0, y1, y2, y3,
    input wire [1:0] x,
    output wire [63:0] z
);
assign z = (x == 2'b00) ? y0 :
        ((x == 2'b01) ? y1 :
          ((x == 2'b10) ? y2 : y3));
endmodule
==> flow/run.sh <==
#!/bin/bash
# OpenROAD 26Q1-2900-gdf79404cd8, Yosys 0.63+post, stock flow scripts
make -C /OpenROAD-flow-scripts/flow DESIGN_CONFIG=/design/flow/config.mk WORK_HOME=/design/flow/orfs finish
==> flow/config.mk <==
export PLATFORM = sky130hd
export DESIGN_NAME = mux64_4_2
export DESIGN_NICKNAME = mux64_4_2
export VERILOG_FILES = /design/flow/design.v
export SDC_FILE = /design/flow/constraint.sdc
export NUM_CORES = 4
export LEC_CHECK = 1
export CORE_AREA = 10 10 131 131
export DIE_AREA = 0 0 141 141
==> flow/constraint.sdc <==
current_design mux64_4_2

set clk_period 5.6
set clk_io_pct 0.2

create_clock -name clk0 -period $clk_period

set non_clock_inputs [all_inputs -no_clocks]
set_input_delay [expr $clk_period * $clk_io_pct] -clock clk0 $non_clock_inputs
set_output_delay [expr $clk_period * $clk_io_pct] -clock clk0 [all_outputs]
==> impl_metrics.toml <==
# flow metrics
[die]
die_w_um = 141
fp.dieH_um = 141
fp_util_pct = 11.3
coreArea_sq_um = 14400
die_area_sq_um = 19900
rows = 44
ios = 322

[yosys]
yosys_cells = 78
synth_cells = 78
synth_warnings = 0
synth_area_leader_cell = "mux4_2"
ys_area_sq_um = 1620
synth_cell_types = 6
yosys-top-cells-area = "mux4_2, buf_12, mux4_1"
syn_avg_cell_area_sq_um = 20.8
synthesis.area_sq_um = 1620
top_cell_area_share_pct = 83.3
synthMostInstantiatedCell = "mux4_2"
ys_seq_share_pct = 0
yosys-top-cells-count = "mux4_2, buf_12, buf_2"

[finish]
nClkBuffers = 0
seq_cell_count = 0
final_core_util_pct = 34.2
fill_cells = 1421
drive_above_1_share_pct = 16.7
flop_area_sq_um = 0
logic_area_sq_um = 1460
area_delta_synth_final_pct = 204

[detailed_routing]
wl_um = 13300
vias_per_cell = 4.13
drc = 0
firstDrtPassIters = 4
wl_per_cell_um = 23.2
final_antenna_net_count = 0
drt_iter0_drc = 49
vias = 2368
diodes = 0

[final_timing]
fmax_ghz = 0.239
min_period_ns = 4.18
rsz0062_at_grt = "false"
worstMarginPinSlew_ns = 0.568
timing_hold_violations_final = 0
tns_ns = 0
timing_max_transition_violations_final = 0
slew_headroom_pct = 62.1
finalSetupViolCount = 0
finalCritPeriodShare_pct = 74.6

[worst_setup_path]
cp-start-kind = "input pin"
crit_path_end_kind = "primary output"
cp_max_fo = 36
worst-setup-path-type = "in2out"
cp.arrival_ns = 3.06
required_ns = 4.48

[grt]
grt_util_all_layers_pct = 12.7
antenna_found_initial = 0
grt_max_degree = 37
grt_overflow = 0
grt_pass1_vias = 2745
grt_pass1_wl_um = 19100

[min_path]
holdPathStages = 4
worst_hold_path_type = "in2out"
hold_start = "x[1]"
holdPathEnd = "z[55]"

[power]
power_leakage_nw = 1.70
power_uw = 383
p_per_area_nw_per_um2 = 77.7
ir_worst_vdd_v = 0.0000558

[clock_tree]
ctsHoldBuffers = 0
postCtsSetupRepairBufs = 0
cts_resized = 0

[place]
dp_hpwl_um = 11800
port_buffers = 322
gp_congestion = 0.870

[flow_run]
warning_count = 32
drv_cap = 0

[status]
outcome = "finished clean"
power breakdown:
group,internal [mW],switching (mW)
combinational,0.304,0.0794
clock,0,0
sequential,0,0
total,0.304,0.0794
kinds of logic (layout without fill, tap and decap cells):
logic type	count (synthesis)	in the layout	share of synthesized area [%]
buf+inv	14	325	10.3
mux	64	64	89.7
worst max-delay path: stages:
cell	delay, ns
buf_4	0.44
buf_12	0.33
mux4_1	0.63
clkdlybuf4s50_1	0.48
metrics by stage:
| stage | setup slack (ns) | instance area, sq um | hold slack [ns] | std cells |
|---|---|---|---|---|
| after global routing | 1.25 | 4940 | 3.36 | 573 |
| after detailed placement | 1.36 | 4940 | 3.34 | 573 |
| after CTS | 1.33 | 4940 | 3.34 | 573 |
| after global placement | 1.37 | 4940 | 3.33 | 573 |
| after floorplan | 2.57 | 1620 | 2.40 | 78 |
| final | 1.42 | 4940 | 3.33 | 573 |
layer usage:
| layer | global-route usage [%] | up-vias | routed length (um) |
|---|---|---|---|
| li1 | - | 1038 | - |
| met1 | 16.2 | 1148 | 5210 |
| met2 | 20.9 | 182 | 6520 |
| met3 | 5.69 | 0 | 1580 |
| met4 | 0 | 0 | 0 |
| met5 | 0 | - | 0 |
cells in the final DEF (no fill, tap or decap):
| cell | synthesis | routed |
|---|---|---|
| mux4_2 | 60 | 60 |
| buf_4 | 0 | 3 |
| buf_2 | 6 | 1 |
| buf_12 | 6 | 1 |
| mux4_1 | 4 | 4 |
| clkdlybuf4s50_1 | 0 | 320 |
layout make-up:
class	count	area share [%]
timing repair buffer	325	65.8
multi-input combinational	64	29.5
tap	184	4.66
worst max-delay path by stage:
| stage | start | to | slack, ns |
|---|---|---|---|
| 6_report | x[0] | z[59] | 1.42 |
| 4_1_cts | x[0] | z[59] | 1.33 |
| 5_1_grt | x[0] | z[59] | 1.25 |
Power figures rest on the tool's default switching activity, not on a simulated workload.
